## run.sh

```bash
#!/bin/bash
# OpenROAD 26Q1-2900-gdf79404cd8, Yosys 0.63+post, stock flow scripts
make -C /OpenROAD-flow-scripts/flow DESIGN_CONFIG=/design/flow/config.mk WORK_HOME=/design/flow/orfs finish
```

## config.mk

```make
export PLATFORM = sky130hd
export DESIGN_NAME = main
export DESIGN_NICKNAME = main
export VERILOG_FILES = /design/flow/design.v
export SDC_FILE = /design/flow/constraint.sdc
export NUM_CORES = 4
export LEC_CHECK = 1
export CORE_UTILIZATION = 40
```

## constraint.sdc

```tcl
current_design main

set clk_period 3.0
set clk_io_pct 0.2

create_clock -name clk0 -period $clk_period [get_ports {clk100}]
create_clock -name clk1 -period $clk_period [get_ports {i_64clk}]

set non_clock_inputs [all_inputs -no_clocks]
set_input_delay [expr $clk_period * $clk_io_pct] -clock clk0 $non_clock_inputs
set_output_delay [expr $clk_period * $clk_io_pct] -clock clk0 [all_outputs]
```

## design.v

```verilog
`timescale 1ns / 1ps
module main(
	input  clk100,			 
	output  hs,            
	output  vs,            
	output  r,
	output  g,
	output  b,
	    input  	rst,            
	    input  	i_64clk,			 
	    input  	i_64rw,
	    input  	i_dotclk,		 
	    output  o_game,			 
	    output  o_exrom,		 
	    input  	i_ba,			 
	    output  o_dma,			 
	    input  [15:0] 	i_64addr,	 
	    input  [7:0] 	i_64data,
	    output  s_ce,		 
	    output  s_ce2,		 
	    output  s_oe,		 
	    output  s_we,		 
	    inout  [7:0] 	s_d,		 
	    output  [16:0] 	o_saddr		 
    );
reg [2:0] divider;
reg [9:0] h_pos;
reg [9:0] v_pos;
reg active;
reg o_h;
reg o_v;
reg o_r;
reg o_g;
reg o_b;
reg [2:0] framebitpos;   
reg [16:0] saddr;	 
reg [16:0] readaddr;
assign o_saddr = saddr;	 
reg [7:0] bytebuf;	 
reg [7:0] secbytebuf;  
reg [7:0] doublebuf;   
parameter tokenAddr = 16'hDE00;
reg [7:0] token;
parameter lsbAddr = tokenAddr+1;
parameter msbAddr = lsbAddr+1;
parameter operandAddr = msbAddr+1;
reg [15:0] addr;
reg [7:0] operand;
reg wip;		 
reg wipip;		 
reg ce, ce2, oe, we;
assign s_ce = ce;
assign s_ce2 = 1'b1;   
assign s_oe = oe;
assign s_we = we;		 
assign clk25=divider[1];	 
assign clk50=divider[0];	 
assign hires=token[6];		 
reg [7:0] dataToSRAM;			 
reg [7:0] dataFromSRAM;
reg [7:0] intData;
assign s_d = (~s_ce & s_oe) ? intData : 8'hZZ; 
reg visible;           
assign hs=o_h;
assign vs=o_v;
assign r=o_r && visible;
assign g=o_g && visible;
assign b=o_b && visible;
always @(negedge clk100) begin
	if(rst==1'b1) begin
		divider <= divider+1;			 
		intData <= dataToSRAM;			 
  		dataFromSRAM <= s_d;
	end
	if(rst==1'b0) begin
		divider <= 0;		 
		dataFromSRAM <= 0;
		intData <= 0;
	end
end
always @(negedge i_64clk) begin   
	if(rst==1'b0) begin
		token <= 8'b0;
		operand <= 8'b0;
		addr <= 16'b0;
		wip <= 1'b1;		 
	end
	if(rst == 1'b1 && i_64rw == 1'b0  ) begin
		if(i_64addr == tokenAddr) token <= i_64data;	  
		if(i_64addr == lsbAddr) addr[7:0] <= i_64data;	 
		if(i_64addr == msbAddr) addr[15:8] <= i_64data;	
		if(i_64addr == operandAddr) begin  
			operand <= i_64data;	
			wip <= 1'b0;		 
		end
		if(wip == 1'b0) begin
			wip <= 1'b1;    
		end
	end   
end
always @(negedge clk25) begin		
	if(rst==1'b0) begin 
		h_pos<=0;
		v_pos<=0;
		o_h<= 1;
		o_v<= 1;
		visible <= 0;
		ce <= 1'b1;
		oe <= 1'b1;
		we <= 1'b1;
		framebitpos <= 0;   	 
		readaddr <= 0;
		wipip <= 1'b1;				 
	end
	if(rst==1'b1) begin 
		if(h_pos == 799) begin
			h_pos<=0;
			v_pos<=v_pos+1;
		end else h_pos<=h_pos+1;  
		if(v_pos == 525) begin  
			readaddr <= 0;
			v_pos <=0;  
		end 
		if(h_pos == 16 ) o_h<=0;
		if(h_pos == 113) o_h<=1; 
		if(v_pos == 490) o_v<=0;
		if(v_pos == 493) o_v<=1;
		if(h_pos > 158 && v_pos < 480) visible <= 1'b1;	 
			else visible <= 1'b0;
		framebitpos <= framebitpos + 1;      
		if(wip == 1'b0) wipip <= 1'b0;			 
		case(framebitpos)	 
			3'b000: begin				 
				if(hires == 0) begin
					o_r<=bytebuf[0];
					o_g<=bytebuf[0];
					o_b<=bytebuf[0];
				end else begin
					o_r<=bytebuf[4];
					o_g<=bytebuf[0];
					o_b<=bytebuf[6];
				end
				if(wipip == 1'b0) begin
					oe <= 1'b1;
					ce <= 1'b0;
					dataToSRAM <= operand;	
					saddr[15:0] <= addr[15:0];
					saddr[16] <= token[0];	 
				end
			end
			3'b001: begin
				if(hires == 0) begin
					o_r<=bytebuf[1];
					o_g<=bytebuf[1];
					o_b<=bytebuf[1];
				end else begin
					o_r<=bytebuf[4];
					o_g<=bytebuf[0];
					o_b<=bytebuf[6];
				end
				if(wipip == 1'b0)  we <= 1'b0;
			end
			3'b010: begin
				if(hires == 0) begin
					o_r<=bytebuf[2];
					o_g<=bytebuf[2];
					o_b<=bytebuf[2];
				end else begin
					o_r<=bytebuf[4];
					o_g<=bytebuf[1];
					o_b<=bytebuf[6];
				end
				if(wipip == 1'b0) begin
					we <= 1'b1;
					ce <= 1'b1;
					wipip <= 1'b1;		 
				end
			end
			3'b011: begin
				if(hires == 0) begin
					o_r<=bytebuf[3];
					o_g<=bytebuf[3];
					o_b<=bytebuf[3];
				end else begin
					o_r<=bytebuf[4];
					o_g<=bytebuf[1];
					o_b<=bytebuf[6];
				end
			end
			3'b100: begin
				if(hires == 0) begin
					o_r<=bytebuf[4];
					o_g<=bytebuf[4];
					o_b<=bytebuf[4];
				end else begin
					o_r<=bytebuf[5];
					o_g<=bytebuf[2];
					o_b<=bytebuf[7];
				end
			end
			3'b101: begin
				saddr <= readaddr;		 
				if(hires == 0) begin
					o_r<=bytebuf[5];
					o_g<=bytebuf[5];
					o_b<=bytebuf[5];
				end else begin
					o_r<=bytebuf[5];
					o_g<=bytebuf[2];
					o_b<=bytebuf[7];
				end
				oe <= 1'b0;
				ce <= 1'b0;
				we <= 1'b1;
			end
			3'b110: begin	
				if(hires == 0) begin
					o_r<=bytebuf[6];
					o_g<=bytebuf[6];
					o_b<=bytebuf[6];
				end else begin
					o_r<=bytebuf[5];
					o_g<=bytebuf[3];
					o_b<=bytebuf[7];
				end
			end
			3'b111: begin
				if(hires == 0) begin
					o_r<=bytebuf[7];
					o_g<=bytebuf[7];
					o_b<=bytebuf[7];
				end else begin
					o_r<=bytebuf[5];
					o_g<=bytebuf[3];
					o_b<=bytebuf[7];
				end
				if(visible == 1'b1) bytebuf <= dataFromSRAM;	 
				if(visible == 1'b1) readaddr <= readaddr + 1;
			end
		endcase 
	end
end
endmodule
```

==> impl_metrics.toml <==
# implementation run metrics
[final_timing]
unclocked_pins = 83
untimed_endpoints = 144

[yosys]
yosys-top-cells-area = "dfxtp_1, edfxtp_1, mux2i_1"
synth-edff-count = 36
synthArstFlopShare_pct = 0
ys_area_sq_um = 5570
ys.flops = 128
yosys_most_used_dff = "dfxtp_1"
yosysWarnings = 8
syn_inst = 544
ys_cells = 544
avgSynthCellArea_sq_um = 10.2
synth_cell_types = 57
top_area_share_pct = 33.1
synth_area_sq_um = 5570
synth-seq-area-share_pct = 52.5
synth_area_leader_cell = "dfxtp_1"

[floorplanning]
num_io_pins = 67
fp_util_pct = 41.6
die_w_um = 120
rows = 42
die.size.y_um = 120

[cts]
post-cts-setup-buffer-count = 2
cts_resized = 26
holdBufCountCts = 0

[placement]
dp_cells = 756
portBuffers = 51
dp_worst_setup_slack_ns = -1.12
gp_congestion = 0.866
hpwlAfterDp_um = 8360

[status]
error = "[error] [KeplerFormal.cpp:679] Workflow failed: Iso has multiple drivers: .s_d0, s_d[0]$_SDFF_NN0_.Q0"
haltStage = "clock tree synthesis (4_1_cts)"
status = "did not finish"
==> per-stage QoR <==
| stage | cell area (sq um) | hold slack (ns) | power (mW) |
|---|---|---|---|
| after floorplan | 5610 | 0.397 | 0.945 |
| after global placement | 6260 | 0.407 | 1.02 |
| after detailed placement | 6260 | 0.416 | 1.02 |
==> logic make-up after synthesis <==
kind of cell | Yosys count | share of synthesized area, %
flops | 128 | 52.5
buf+inv | 57 | 4.51
xor+xnor | 19 | 2.99
simple gates | 210 | 20.1
fa+ha+maj | 15 | 3.37
mux | 47 | 8.83
compound gates | 66 | 7.61
other cells | 2 | 0.135
==> cells in the mapped netlist (3+ instances only) <==
cell type and number:
nor2_1 32, and3_1 10, xor2_1 10, edfxtp_1 36, nand3b_1 4, a21oi_1 17, and2_1 23, ha_1 15
mux2i_1 30, or4_1 7, nand3_1 20, o211ai_1 6, inv_1 30, clkbuf_1 17, nor3_1 9, nand4_1 11
or3_2 3, o31ai_1 8, nand2b_1 9, dfxtp_1 92, nor4_1 7, o21ai_0 16, mux2_2 17, buf_2 3
buf_4 5, or3_1 3, nand2_1 55, nand4b_1 3, xnor2_1 9
Power figures rest on the tool's default switching activity, not on a simulated workload.
